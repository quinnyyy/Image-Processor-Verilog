## /design/flow/design.v

```verilog
`timescale 1ns / 1ps
module max_med_min(in0, in1, in2, max, med, min);
	input [7:0] in0, in1, in2;
	output reg[7:0] max, med, min;
	always@(*) begin
	if (in0 > in1 && in0 > in2) begin
		 max = in0;
		if (in1 > in2) begin
			 med = in1;
			 min = in2;
		end else begin
			 med = in2;
			 min = in1;
		end
	end else if (in1 > in2) begin
		 max = in1;
		if (in0 > in2) begin
			 med = in0;
			 min = in2;
		end else begin
			 med = in2;
			 min = in0;
		end
	end else begin
		 max = in2;
		if (in0 > in1) begin
			 med = in0;
			 min = in1;
		end else begin
			 med = in1;
			 min = in0;
		end
	end
	end
endmodule
`timescale 1ns / 1ps
module median_filter_new(window,median);
	input [71:0] window;
	output [7:0] median;
	wire [7:0] max1, med1, min1, max2, med2, min2, max3, med3, min3, min_second, med_second, max_second;
	max_med_min one_one(.in0(window[71:64]),.in1(window[63:56]),.in2(window[55:48]),.max(max1),.med(med1),.min(min1));
	max_med_min two_one(.in0(window[47:40]),.in1(window[39:32]),.in2(window[31:24]),.max(max2),.med(med2),.min(min2));
	max_med_min three_one(.in0(window[23:16]),.in1(window[15:8]),.in2(window[7:0]),.max(max3),.med(med3),.min(min3));
	max_med_min one_two(.in0(max1),.in1(max2),.in2(max3),.min(max_second));
	max_med_min two_two(.in0(med1),.in1(med2),.in2(med3),.med(med_second));
	max_med_min three_two(.in0(min1),.in1(min2),.in2(min3),.max(min_second));
	max_med_min two_three(.in0(max_second),.in1(med_second),.in2(min_second),.med(median));
endmodule
```

## /design/flow/run.sh

```bash
#!/bin/bash
# OpenROAD 26Q1-2900-gdf79404cd8, Yosys 0.63+post, stock flow scripts
make -C /OpenROAD-flow-scripts/flow DESIGN_CONFIG=/design/flow/config.mk WORK_HOME=/design/flow/orfs finish
```

## /design/flow/config.mk

```make
export PLATFORM = sky130hd
export DESIGN_NAME = median_filter_new
export DESIGN_NICKNAME = median_filter_new
export VERILOG_FILES = /design/flow/design.v
export SDC_FILE = /design/flow/constraint.sdc
export NUM_CORES = 4
export LEC_CHECK = 1
export CORE_UTILIZATION = 40
```

## /design/flow/constraint.sdc

```tcl
current_design median_filter_new

set clk_period 18.4
set clk_io_pct 0.2

create_clock -name clk0 -period $clk_period

set non_clock_inputs [all_inputs -no_clocks]
set_input_delay [expr $clk_period * $clk_io_pct] -clock clk0 $non_clock_inputs
set_output_delay [expr $clk_period * $clk_io_pct] -clock clk0 [all_outputs]
```

==> impl_metrics.yaml <==
# generated from flow reports
run_status:
  status: "completed"
place:
  dp_cells: 1190
  place_congestion: 1.01
  portBuffers: 80
  dp_hpwl_um: 19000
route:
  dr_wl_met2_um: 9980
  drtAntennaViolNets: 0
  dr.pass1.iters: 6
  m1WireLength_um: 10200
  drt_iter0_drc: 792
  diodes: 0
  vias: 7124
  drc: 0
  routed-wl-met3_um: 1620
  viasPerCell: 5.99
  avgRoutedWirePerCell_um: 18.7
  highest_layer: "met4"
  routed_wl_um: 22300
global_route:
  globalRoute.totalOverflow: 0
  antenna_found_initial: 0
  grt_max_degree: 23
  track_usage: 0.274
  grt_pass1_vias: 6438
  grt_pass1_wl_um: 35400
floorplanning:
  fp.dieH_um: 130
  rows: 46
  chipArea_um2: 16900
  fp_util: 0.411
  chipWidth_um: 130
  coreArea_um2: 15900
  pin_count: 80
yosys:
  yosysTopAreaCell: "ha_1"
  yosys_cells: 913
  syn-instance-count: 913
  netlist.area_leader.share: 0.315
  avgSynthCellArea_um2: 7.18
  synth_area_um2: 6560
  top_cells_by_area: "ha_1 (31%), a21oi_1 (7.3%), inv_1 (6.4%)"
  synth-warning-count: 1
  ys_seq_frac: 0
  ys_types: 70
  yosys_area_um2: 6560
final_layout:
  flop-count: 0
  area_delta_synth_final_pct: 15.2
  regArea_um2: 0
  combGateArea_um2: 6020
  nClkBuffers: 0
  num-fill-cells: 1647
  layout-drive-gt1-share: 0.0390
  layout.cells.non_filler: 1190
clock_tree:
  postCtsSetupRepairBufs: 0
  post_cts_resized: 0
  cts_hold_buf: 0
power_and_ir_drop:
  swShare: 0.533
  peakVddDrop_v: 0.000103
  intPower_uw: 521
  p_seq_frac: 0
  powerDensity_nw_per_um2: 148
  total_leakage_power_uw: 0.00366
  p_clk_frac: 0
  pwr-share-comb: 1.000
  switching_power_uw: 595
timing:
  setup_tns_ns: 0
  rsz0062_at_grt: "false"
  slew_headroom: 0.407
  worst_slew_pin_slew_ns: 0.880
  maxSlewViolCount: 0
  finalSetupViolations: 0
  layout_min_cycle_time_ns: 15.59
  period_used_share: 0.847
  final_hold_viol_count: 0
  clock.fmax_mhz: 64.2
flow_run:
  log.warning_count: 32
  drv_cap: 0
critical_path:
  worst_setup_path_start_kind: "input port"
  critPathMaxFanout: 17
  required_ns: 14.72
  worstSetupPathType: "in -> out"
  endpoint_kind: "output pin"
  crit_slowest_cell: "o21ai_1"
  arrival_ns: 11.91
  critPathMostFrequentCell: "inv_1"
  slowest_delay_ns: 0.67
min_path:
  min_path_type: "in -> out"
## cell type report
class                           count  area share
Multi-Input combinational cell    777       0.797
Timing Repair Buffer               86       0.112
Inverter                          111      0.0552
Tap cell                          216      0.0358
## cells in the mapped netlist, types with 8 or more instances
| cell type | n |
|---|---|
| ha_1 | 165 |
| a22o_1 | 9 |
| nand4_1 | 24 |
| o211ai_1 | 15 |
| o221ai_1 | 14 |
| o22a_1 | 8 |
| a21o_1 | 18 |
| a21oi_1 | 96 |
| o22ai_1 | 18 |
| nand2b_1 | 20 |
| clkbuf_1 | 12 |
| nor2b_1 | 16 |
| mux2i_1 | 41 |
| nor2_1 | 57 |
| nand3_1 | 24 |
| nand2_1 | 42 |
| o21a_1 | 23 |
| o21ai_0 | 53 |
| inv_1 | 111 |
| buf_2 | 10 |
| nor3_1 | 12 |
## worst max-delay path: cells and delay by family
family | cells | cell delay (ns)
fa+ha+maj | 3 | 0.91
buf+inv | 6 | 1.59
simple gates | 7 | 1.73
compound gates | 15 | 4.00
## routing by layer
metal	vias up	GRT usage
li1	3598	-
met1	3216	0.408
met2	279	0.439
met3	31	0.0154
met4	0	0.0465
met5	-	0
## power by group through the flow
stage | Sequential (uW) | Clock (uW) | Combinational, uW
finish | 0 | 0 | 1120
global route | 0 | 0 | 1240
CTS | 0 | 0 | 1110
## cell usage in the layout, fill, tap and decap left out, types with 4 or more instances in the layout
master           synthesis  final
a211oi_1                 5      5
a21o_1                  18     18
a21oi_1                 96     96
a221o_1                  6      6
a22o_1                   9      9
a2bb2oi_1                7      7
a311oi_1                 4      4
a32oi_1                  7      7
and2_1                   7      7
and3_1                   7      7
buf_4                    1      6
clkdlybuf4s50_1          0     80
ha_1                   165    165
inv_1                  111    111
mux2_2                   5      5
mux2i_1                 41     41
nand2_1                 42     42
nand2b_1                20     20
nand3_1                 24     24
nand4_1                 24     24
nor2_1                  57     57
nor2b_1                 16     16
nor3_1                  12     12
o2111a_1                 4      4
o211ai_1                15     15
o21a_1                  23     23
o21ai_0                 53     53
o21ai_1                  6      6
o221ai_1                14     14
o22a_1                   8      8
o22ai_1                 18     18
or2_2                    4      4
or3_1                    6      6
## cell families (layout without fill, tap and decap cells)
group	count (synthesis)	in the layout	share of synthesized area
buf+inv	136	197	0.0815
compound gates	327	327	0.337
fa+ha+maj	167	167	0.318
xor+xnor	1	1	0.00134
mux	48	48	0.0767
simple gates	234	234	0.185
## final timing paths
path / from / to / slack [ns] / cells past startpoint
worst max-delay path: window[33] / median[1] / 2.81 / 31
worst min-delay path: window[16] / median[0] / 8.91 / 6
## through the flow
step                total power [uW]  setup WS (ns)  hold WS (ns)  instance area, um2  utilization
finish                          1120           2.81          8.91                7550        0.474
floorplan                        721           5.53          7.64                6560            -
global route                    1240           2.17          8.98                7550        0.474
detailed placement              1100           3.05          8.91                7550        0.474
CTS                             1110           3.00          8.92                7550        0.474
global placement                1100           2.95          8.91                7550        0.474
No activity file was given, so power comes from the tool's default toggle rates.
