==> flow/constraint.sdc <==
current_design clk_divide

set clk_period 2.5
set clk_io_pct 0.2

create_clock -name clk0 -period $clk_period [get_ports {clk}]

set non_clock_inputs [all_inputs -no_clocks]
set_input_delay [expr $clk_period * $clk_io_pct] -clock clk0 $non_clock_inputs
set_output_delay [expr $clk_period * $clk_io_pct] -clock clk0 [all_outputs]
==> flow/design.v <==
`timescale 1ns / 1ps
module clk_divide(
    input clk,
	 input rst,
	 output clk_uart,
	 output clk_sampling,
	 output clk_median
    );
	parameter CLK_RATE = 9600000;
	parameter BAUD_RATE = 19200;
	parameter SAMPLE_RATE = 10;
	wire [15:0] counter_uart_max; 
	wire [15:0] counter_median_max; 
	wire [15:0] counter_sampling_max;	
	reg [16:0] counter_uart;
	reg clk_uart_internal;
	reg [16:0] counter_median;
	reg clk_median_internal;
	reg [16:0] counter_sampling;
	reg clk_sampling_internal;
	assign counter_uart_max = CLK_RATE/BAUD_RATE/2-1;
	assign counter_median_max = CLK_RATE/BAUD_RATE/200-1;
	assign counter_sampling_max = CLK_RATE/BAUD_RATE/SAMPLE_RATE/2-1;
	assign clk_uart = clk_uart_internal;
	assign clk_sampling = clk_sampling_internal;
	assign clk_median = clk_median_internal;
	always@(posedge clk)
		begin
		if (rst == 1)
			begin
			counter_uart <= 0;
			clk_uart_internal <= 0;
			end
		else
			begin
			if (counter_uart == counter_uart_max)         
				begin
				counter_uart <= 0;
				clk_uart_internal <= ~clk_uart_internal;
				end
			else 
				counter_uart <= counter_uart+1'b1;
			end
		end
	always@(posedge clk)
		begin
		if (rst == 1)
			begin
			counter_sampling <= 0;
			clk_sampling_internal <= 0;
			end
		else
			begin
			if (counter_sampling == counter_sampling_max)		 
				begin
				counter_sampling <= 0;
				clk_sampling_internal <= ~clk_sampling_internal;
				end
			else 
				counter_sampling <= counter_sampling+1'b1;
			end
		end
	always@(posedge clk)
		begin
		if (rst == 1)
			begin
			counter_median <= 0;
			clk_median_internal <= 0;
			end
		else
			begin
			if (counter_median == counter_median_max)		 
				begin
				counter_median <= 0;
				clk_median_internal <= ~clk_median_internal;
				end
			else 
				counter_median <= counter_median+1'b1;
			end
		end
endmodule
==> flow/run.sh <==
#!/bin/bash
# OpenROAD 26Q1-2900-gdf79404cd8, Yosys 0.63+post, stock flow scripts
make -C /OpenROAD-flow-scripts/flow DESIGN_CONFIG=/design/flow/config.mk WORK_HOME=/design/flow/orfs finish
==> flow/config.mk <==
export PLATFORM = sky130hd
export DESIGN_NAME = clk_divide
export DESIGN_NICKNAME = clk_divide
export VERILOG_FILES = /design/flow/design.v
export SDC_FILE = /design/flow/constraint.sdc
export NUM_CORES = 4
export LEC_CHECK = 1
export CORE_UTILIZATION = 40
==> results.json <==
{
  "cp_cell_sequence": "ha_1 -> nor4b_1 -> nand4_1 -> nand2b_1 -> nor2_1",
  "powerDensity_nw_per_um2": 572,
  "fin_hold_ws_ns": 0.475,
  "yosys.cell_types.count": 24,
  "vias_per_cell": 5.01,
  "relSlewSlack_pct": 56.1,
  "drtPass1Iterations": 4,
  "max-vdd-ir-drop_v": 0.000299,
  "die_h_um": 81.1,
  "worst-path-max-fanout": 17,
  "numPortBuffers": 4,
  "fmax_ghz": 0.557,
  "critPathSlowestCell": "nand2b_1",
  "cts_setup_buffers": 0,
  "yosys_warnings": 1,
  "tns_ns": 0,
  "ctsResizeCount": 0,
  "hold_path.startpoint": "counter_sampling[0]",
  "drv_cap": 0,
  "stdcell_count": 354,
  "syn_avg_cell_area_sq_um": 9.17,
  "tritoncts": "built",
  "wl_per_cell_um": 11.6,
  "ant_nets": 0,
  "cpPeakStageDelay_ns": 0.53,
  "antenna_cells": 0,
  "timing.rr.start": "counter_median[0]",
  "initCoreUtil_pct": 41.8,
  "whs_path_depth": 1,
  "numCtsBuffers": 5,
  "ys_seq_share_pct": 43.2,
  "critPathKind": "reg -> reg",
  "layout-drive-gt1-share_pct": 8.60,
  "rsz0062_at_grt": "false",
  "hpwlAfterDp_mm": 2.71,
  "period_needed_ns": 1.79,
  "core_area_sq_um": 5990,
  "htree_levels": 2,
  "ios": 5,
  "worstSetupStartpointType": "flip-flop",
  "synth_chip_area_sq_um": 2500,
  "worstPathArrival_ns": 1.97,
  "total_power_mw": 1.54,
  "slew_viol_final": 0,
  "die_area_sq_um": 6580,
  "critPathBufInv": 0,
  "grt_pass1_wl_mm": 7.36,
  "finalHoldViolCount": 0,
  "rrSetupSlack_ns": 0.71,
  "ff_type": "dfxtp_1",
  "hold_end": "counter_sampling[0]",
  "r2r_end": "counter_median[9]",
  "drc": 0,
  "worstSkewPairLatency_ns": 0.30,
  "required_ns": 2.67,
  "clockBufferDepth": 2,
  "dp_cells": 346,
  "crit_family": "simple AND/OR/NAND/NOR gates",
  "first_iter_violations": 71,
  "syn_area_sq_um": 2500,
  "cts_sinks": 54,
  "die_width_um": 81.1,
  "outcome": "complete, no violations",
  "wl_mm": 4.09,
  "p_leak_nw": 0.871,
  "reg2regPathDepth": 5,
  "endpoint_kind": "flip-flop",
  "area_delta_synth_final_pct": 7.90,
  "antenna_found_initial": 0,
  "fin_crit_sh_pct": 71.8,
  "placed_cell_area_sq_um": 2590,
  "first_global_vias": 1601,
  "rows": 28,
  "syn_inst": 273,
  "cts_root_buffer": "clkbuf_8",
  "cts.clk_slew.worst_paths_ns": 0.10,
  "worst_pin_slew_ns": 0.658,
  "num_vias": 1774,
  "tool_warnings": 28,
  "overflow": 0,
  "edf_count": 0,
  "grt_usage_pct": 14.2,
  "hold_path.class": "reg -> reg",
  "yosys-stat-cells": 273,
  "async_reset_ff_share_pct": 0,
  "skew_ns": 0.00477,
  "setup_violations": 0,
  "grt_max_degree": 18,
  "design_area_sq_um": 2700,
  "cts_hold_buf": 0,
  "place_congestion": 0.777,
  "numSynthFlops": 54
}
## worst max path at each step
stage	from	endpoint	slack (ns)	cells after the start
4_1_cts	counter_median[0]	counter_median[15]	0.68	5
5_1_grt	counter_uart[0]	counter_uart[9]	0.37	5
6_report	counter_median[0]	counter_median[9]	0.71	5
## where the power goes
part / total, mW / internal [mW] / switching [mW] / leakage (nW)
combinational: 0.0742 / 0.0322 / 0.0420 / 0.377
clock: 0.573 / 0.295 / 0.278 / 0.0579
sequential: 0.898 / 0.878 / 0.0203 / 0.437
total: 1.54 / 1.20 / 0.340 / 0.871
## cell usage after synthesis (4+ instances only)
cell | instances | area, sq um
nand2_1 | 12 | 45.0
nor4_2 | 8 | 100
xor2_1 | 12 | 105
nor3_1 | 10 | 50.1
nand3_1 | 14 | 70.1
nor2_1 | 63 | 236
dfxtp_1 | 54 | 1080
inv_1 | 11 | 41.3
nor4_1 | 12 | 75.1
xnor2_1 | 35 | 307
nand4_1 | 11 | 68.8
nor4b_1 | 4 | 35.0
ha_1 | 6 | 75.1
## cell type report
class                           count  area (sq um)
Clock buffer                        5          68.8
Sequential cell                    54          1080
Multi-Input combinational cell    201          1330
Fill cell                         555          3290
Inverter                           11          41.3
Timing Repair Buffer                5          47.5
Tap cell                           75          93.8
Clock inverter                      3          40.0
## sequential cells by signal, indices dropped and copies added, names as in the netlist
signal,flops
counter_sampling,17
clk_median_internal,1
counter_uart,17
counter_median,17
clk_uart_internal,1
clk_sampling_internal,1
## metal layers
layer	part of all wire (%)	up-vias	global-route usage, %
li1	-	938	-
met1	54	810	21.5
met2	42	19	22.0
met3	2.9	7	2.62
met4	1.4	0	2.14
met5	0	-	0
## cell usage in the layout, fill, tap and decap left out, types with 2 or more instances in the layout
master           instances
nor3_1                  10
nand4_1                 11
nand2_1                 12
nor4b_1                  4
clkinv_2                 2
nor2_1                  63
inv_1                   11
ha_1                     6
xor2_1                  12
clkbuf_8                 5
dfxtp_1                 54
clkdlybuf4s50_1          4
nor4_2                   8
nand4_2                  2
nand2b_1                 3
and4_1                   2
nand3_1                 14
nor4_1                  12
xnor2_1                 35
nand4_4                  3
## kinds of logic (layout without fill, tap and decap cells)
kind of cell / count (synthesis) / after routing / synth area share (%)
buf+inv: 18 / 24 / 3.75
xor+xnor: 47 / 47 / 16.4
compound gates: 2 / 2 / 0.550
fa+ha+maj: 6 / 6 / 3.00
flops: 54 / 54 / 43.2
simple gates: 146 / 146 / 33.1
## per-stage QoR
stage          util [%]  worst slack, ns
4_1_cts            45.1            0.678
6_report           45.1            0.705
5_1_grt            45.1            0.375
3_3_place_gp       43.3            0.635
2_1_floorplan         -             1.08
3_5_place_dp       43.3            0.608
No activity file was given, so power comes from the tool's default toggle rates.
